==> design.v <==
`timescale 1ns / 1ps
module clock(
	input wire clk,
	input wire rst,
	output wire hzSegClk,
	output wire gameClk,
	output wire clk1hz,
	output wire pix_en,
	output wire changeClk
    );
	reg hzSegClkReg;
	reg gameClkReg;
	reg clk1hzReg;
	reg changeClkReg;
	reg [31:0] cnt_seg;
	reg [31:0] cnt_game;
	reg [31:0] cnt_1hz;
	reg [31:0] cnt_change;
	reg [1:0] q;
	always @ (posedge clk)
	begin
		if(cnt_1hz == 5000000)
		begin
			cnt_1hz <= 32'b0;
			clk1hzReg <= ~clk1hz;
		end
		else
		begin
			cnt_1hz <= cnt_1hz + 32'b1;
			clk1hzReg <= clk1hz;
		end
	end
	always @ (posedge clk)
	begin
		if(cnt_game == 50000)
		begin
			cnt_game <= 32'b0;
			gameClkReg <= ~gameClk;
		end
		else
		begin
			cnt_game <= cnt_game + 32'b1;
			gameClkReg <= gameClk;
		end
	end
	always @ (posedge clk)
	begin
		if(cnt_change == 100000)
		begin
			cnt_change <= 32'b0;
			changeClkReg <= ~changeClk;
		end
		else
		begin
			cnt_change <= cnt_change + 32'b1;
			changeClkReg <= changeClk;
		end
	end
	always @ (posedge clk)
	begin
		if(cnt_seg == 50000)
		begin
			cnt_seg <= 32'b0;
			hzSegClkReg <= ~hzSegClk;
		end
		else
		begin
			cnt_seg <= cnt_seg + 32'b1;
			hzSegClkReg <= hzSegClk;
		end
	end
	always @(posedge clk)
	begin
		if (rst == 1)
			q <= 0;
		else
			q <= q+1;
	end
	assign changeClk = changeClkReg;
	assign clk1hz = clk1hzReg;
	assign gameClk = gameClkReg;
	assign hzSegClk = hzSegClkReg;
	assign pix_en = ~q[1] & ~q[0];
endmodule
==> run.sh <==
#!/bin/bash
# OpenROAD 26Q1-2900-gdf79404cd8, Yosys 0.63+post, stock flow scripts
make -C /OpenROAD-flow-scripts/flow DESIGN_CONFIG=/design/flow/config.mk WORK_HOME=/design/flow/orfs finish
==> config.mk <==
export PLATFORM = sky130hd
export DESIGN_NAME = clock
export DESIGN_NICKNAME = clock
export VERILOG_FILES = /design/flow/design.v
export SDC_FILE = /design/flow/constraint.sdc
export NUM_CORES = 4
export LEC_CHECK = 1
export CORE_UTILIZATION = 40
==> constraint.sdc <==
current_design clock

set clk_period 5.5
set clk_io_pct 0.2

create_clock -name clk0 -period $clk_period [get_ports {clk}]

set non_clock_inputs [all_inputs -no_clocks]
set_input_delay [expr $clk_period * $clk_io_pct] -clock clk0 $non_clock_inputs
set_output_delay [expr $clk_period * $clk_io_pct] -clock clk0 [all_outputs]
==> impl_metrics.json <==
{
  "ys_sh_xor": 0.1671,
  "post_drt_wl_per_cell_um": 12.53,
  "cp_slowest_stage_delay_ps": 390,
  "timing.final.max_slew_violations": 0,
  "vias_per_cell": 5.235,
  "floorplan.initialDensity": 0.4165,
  "timing.clock.skew_ps": 5.659,
  "synth_largest_type_area_fraction": 0.4433,
  "mappedNetlistArea_um2": 5871,
  "core_area_um2": 14100,
  "antenna_found_initial": 0,
  "drt_iter0_markers": 306,
  "timing.final.crit_share": 0.4444,
  "drt_wl_total_um": 10300,
  "synthTopLogicFamily": "simple AND/OR/NAND/NOR gates",
  "antenna_violating_nets_post_route": 0,
  "criticalPathCategory": "reg2out",
  "final-hold-violation-count": 0,
  "fp.dieArea_um2": 15160,
  "fin_ws_ps": 3056,
  "p_clk_frac": 0.536,
  "dp.final_hpwl_um": 6868,
  "max-vdd-ir-drop_mv": 0.2076,
  "htree_num_levels": 4,
  "cts-root-to-sink-buffers": 2,
  "via_count": 4303,
  "power_leakage_nw": 2.444,
  "io_buffers": 6,
  "pwr-share-seq": 0.462,
  "synth_warnings": 1,
  "drt-pass1-iter-count": 5,
  "worst_pin_slew_ps": 871.1,
  "cell_area_reported_after_detailed_placement_um2": 6072,
  "synth.yosys.chip_area_um2": 5871,
  "power.share.combinational": 0.002,
  "detailedPlace.worstSlack_ps": 3401,
  "yosys_cells": 623,
  "cts.clk_slew.worst_paths_ps": 50,
  "grt_pass1_wl_um": 18480,
  "ff_type": "sky130_fd_sc_hd__dfxtp_1",
  "synth_cell_types": 40,
  "grt_setup_unrepaired": "no",
  "timing.hold.worst.class": "reg2reg",
  "holdBufCountCts": 0,
  "adder_share": 0.01918,
  "synth.yosys.seq_area_share": 0.4638,
  "worstPathCellList": "inv_1, ha_1, clkdlybuf4s50_1",
  "finalSetupTns_ps": 0,
  "start_kind": "register",
  "grt_start_max_net_pins": 17,
  "rows": 43,
  "ports": 7,
  "switchingPower_mw": 0.3921,
  "syn_avg_cell_area_um2": 9.423,
  "p_int_mw": 1.723,
  "timing.critical_path.arrival_ps": 1340,
  "timing.slew.headroom": 0.4144,
  "post_synth_and_or_nand_nor_area_fraction": 0.2982,
  "overall_die_width_um": 123.1,
  "worstSkewPairLatency_ps": 410,
  "synth.area.mux_share": 0,
  "power-per-cell-area_nw_per_um2": 317.1,
  "area_growth_syn_to_layout_pct": 13.62,
  "final_design_area_no_fill_um2": 6670,
  "tool_warnings": 29,
  "drt_drc_violations_left": 0,
  "timing.critical_path.to_type": "output port",
  "antennaDiodeCount": 0,
  "clock_sinks": 134,
  "synth-edff-count": 4,
  "aoi_share": 0.01705,
  "synth.largest_area_cell": "sky130_fd_sc_hd__dfxtp_1",
  "ys_ff": 134,
  "timing.max_cap.violations": 0,
  "async_sr_flop_fraction": 0,
  "final_util": 0.4732,
  "timing.critical_path.fanout_max": 2,
  "grt_pass1_vias": 3981,
  "cts_setup_buffers": 0,
  "cts_tree": "built",
  "finalWorstPathRequiredPeriod_ps": 2444,
  "crit_path_top_delay_cell": "sky130_fd_sc_hd__clkdlybuf4s50_1",
  "finalSetupViolCount": 0,
  "floorplan.die.height_um": 123.1,
  "power_switching_share": 0.1854,
  "status": "complete, no violations",
  "ctsResizeCount": 0,
  "synthMostInstantiatedCell": "sky130_fd_sc_hd__dfxtp_1",
  "final_layout_size_suffix_gt1_frac": 0.06386,
  "netlist_top_cells_count": "sky130_fd_sc_hd__dfxtp_1, sky130_fd_sc_hd__xnor2_1, sky130_fd_sc_hd__nand4_1, sky130_fd_sc_hd__nand3_1, sky130_fd_sc_hd__nor2_1",
  "root_buffer": "sky130_fd_sc_hd__clkbuf_16",
  "total_clock_buffers_created_by_cts": 17,
  "gpl.final_weighted_congestion": 0.8514,
  "rrSetupSlack_ps": 3390,
  "globalRouteOverflowTotal": 0,
  "max_freq_mhz": 409.2,
  "post_synth_main_area_contributors": "sky130_fd_sc_hd__dfxtp_1, sky130_fd_sc_hd__xnor2_1, sky130_fd_sc_hd__xor2_1",
  "cp_data_required_time_ps": 4400,
  "grt_usage": 0.1546,
  "post_synth_inst_count": 623
}
[state kept, by name, summed over array words and instances, names as in the netlist]
name and cells:
cnt_game 32, gameClkReg 1, hzSegClkReg 1, changeClkReg 1, cnt_1hz 32, cnt_change 32, cnt_seg 32, q 2
clk1hzReg 1
[through the flow]
step           cells  power (mW)  hold slack, ps
2_1_floorplan    623      0.9993           388.4
3_3_place_gp     791       1.002           400.8
3_5_place_dp     791       1.002           407.3
4_1_cts          822       2.139           415.3
5_1_grt          822       2.194           443.3
6_report         822       2.115           410.0
[area by class of cell]
| cell class | instances | area [um2] |
|---|---|---|
| fill | 1274 | 7426 |
| multi-input combinational | 440 | 2944 |
| sequential | 134 | 2723 |
| clock buffer | 22 | 474.2 |
| tap | 180 | 225.2 |
| clock inverter | 9 | 123.9 |
| inverter | 30 | 112.6 |
| timing repair buffer | 7 | 67.56 |
[kinds of logic after synthesis]
kind of cell    after synthesis
buf+inv                      49
fa+ha+maj                     9
compound gates               17
flops                       134
xor+xnor                    112
simple gates                302
[cell usage in the layout (no fill, tap or decap), drive strengths merged]
master,n
and4b,1
or3,6
dfxtp,130
or2,1
inv,31
nor3,29
nor2b,5
ha,9
and3,17
or4b,1
nor2,44
nand4b,1
clkdlybuf4s50,6
o31ai,3
clkinv,4
clkbuf,22
a41oi,1
edfxtp,4
a31o,1
nand3b,1
and4,13
xnor2,69
nand2,33
or4,8
bufinv,3
buf,1
and2,6
nor4b,5
a21oi,7
o21ai,5
nor4bb,2
clkinvlp,1
nand4,50
nand3,47
xor2,43
nor4,32
[critical path, delay by kind of cell, from the launching register on]
family | cells | cell delay [ps]
buffers and inverters | 2 | 440
DFF | 1 | 320
adders and majority gates | 1 | 180
[worst paths after layout]
path / from / to / cells after the start
max: q[0] / pix_en / 3
min: q[0] / q[0] / 1
max reg2reg: cnt_seg[0] / hzSegClkReg / 5
min reg2reg: q[0] / q[0] / 1
[power groups by stage]
stage | sequential [mW] | clock [mW] | combinational, mW
after global routing | 0.976 | 1.21 | 0.00544
final | 0.977 | 1.13 | 0.00452
after CTS | 0.977 | 1.16 | 0.00460
[layer usage]
metal  track usage  wire length [um]
met1        0.2464              5339
met2        0.2259              4418
met5             0                 0
met4       0.02485               127
met3       0.03202               413
No activity file was given, so power comes from the tool's default toggle rates.
