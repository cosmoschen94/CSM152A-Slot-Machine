===== config.mk =====
export PLATFORM = sky130hd
export DESIGN_NAME = vga640x480
export DESIGN_NICKNAME = vga640x480
export VERILOG_FILES = /design/flow/design.v
export SDC_FILE = /design/flow/constraint.sdc
export NUM_CORES = 4
export LEC_CHECK = 1
export CORE_UTILIZATION = 40

===== constraint.sdc =====
current_design vga640x480

set clk_period 28.7
set clk_io_pct 0.2

create_clock -name clk0 -period $clk_period [get_ports {clk}]

set non_clock_inputs [all_inputs -no_clocks]
set_input_delay [expr $clk_period * $clk_io_pct] -clock clk0 $non_clock_inputs
set_output_delay [expr $clk_period * $clk_io_pct] -clock clk0 [all_outputs]

===== design.v =====
`timescale 1ns / 1ps
module vga640x480(
	input wire pix_en,		 
	input wire clk,			 
	input wire rst,			 
	input wire [63:0]array1,  
	input wire [63:0]array2,  
	input wire [63:0]array3,  
	output wire hsync,		 
	output wire vsync,		 
	output reg [2:0] red,	 
	output reg [2:0] green,  
	output reg [1:0] blue	 
	);
parameter hpixels = 800; 
parameter vlines = 521;  
parameter hpulse = 96; 	 
parameter vpulse = 2; 	 
parameter hbp = 144; 	 
parameter hfp = 784; 	 
parameter vbp = 31; 		 
parameter vfp = 511; 	 
reg [9:0] hc;
reg [9:0] vc;
always @(posedge clk)
begin
	if (rst == 1)
	begin
		hc <= 0;
		vc <= 0;
	end
	else if (pix_en == 1)
	begin
		if (hc < hpixels - 1)
			hc <= hc + 1;
		else
		begin
			hc <= 0;
			if (vc < vlines - 1)
				vc <= vc + 1;
			else
				vc <= 0;
		end
	end
end
assign hsync = (hc < hpulse) ? 0:1;
assign vsync = (vc < vpulse) ? 0:1;
always @(*)
begin
	if (vc >= vbp && vc < vfp)
	begin
		if (hc >= hbp && hc < (hbp+640) && vc >= vbp && vc < (vbp+160))
		begin
			red = 3'b111;
			green = 3'b111;
			blue = 2'b11;
		end
		else if (hc >= hbp && hc < (hbp+640) && vc >= (vbp+320) && vc < (vbp+480))
		begin
			red = 3'b111;
			green = 3'b111;
			blue = 2'b11;
		end
		else if (hc >= hbp && hc < (hbp+40) && vc >= (vbp+160) && vc < (vbp+320))
		begin
			red = 3'b111;
			green = 3'b111;
			blue = 2'b11;
		end
		else if (hc >= (hbp+40) && hc < (hbp+200) && vc >= (vbp+160) && vc < (vbp+320))
		begin
			if(array1[(hc - (hbp+40))/20 + 8*((vc - (vbp+160))/20)] == 1 && hc >= (hbp+50) && hc < (hbp+190) && vc >= (vbp+170) && vc < (vbp+310))
			begin
				red = 3'b000;
				green = 3'b000;
				blue = 2'b11;
			end
			else begin
				red = 3'b111;
				green = 3'b111;
				blue = 2'b00;
			end
		end
		else if (hc >= (hbp+200) && hc < (hbp+240) && vc >= (vbp+160) && vc < (vbp+320))
		begin
			red = 3'b111;
			green = 3'b111;
			blue = 2'b11;
		end
		else if (hc >= (hbp+240) && hc < (hbp+400) && vc >= (vbp+160) && vc < (vbp+320))
		begin
			if(array2[(hc - (hbp+240))/20 + 8*((vc - (vbp+160))/20)] == 1 && hc >= (hbp+250) && hc < (hbp+390) && vc >= (vbp+170) && vc < (vbp+310))
			begin
				red = 3'b000;
				green = 3'b000;
				blue = 2'b11;
			end
			else begin
				red = 3'b111;
				green = 3'b111;
				blue = 2'b00;
			end
		end
		else if (hc >= (hbp+400) && hc < (hbp+440) && vc >= (vbp+160) && vc < (vbp+320))
		begin
			red = 3'b111;
			green = 3'b111;
			blue = 2'b11;
		end
		else if (hc >= (hbp+440) && hc < (hbp+600) && vc >= (vbp+160) && vc < (vbp+320))
		begin
			if(array3[(hc - (hbp+440))/20 + 8*((vc - (vbp+160))/20)] == 1 && hc >= (hbp+450) && hc < (hbp+590) && vc >= (vbp+170) && vc < (vbp+310))
			begin
				red = 3'b000;
				green = 3'b000;
				blue = 2'b11;
			end
			else begin
				red = 3'b111;
				green = 3'b111;
				blue = 2'b00;
			end
		end
		else if (hc >= (hbp+600) && hc < (hbp+640) && vc >= (vbp+160) && vc < (vbp+320))
		begin
			red = 3'b111;
			green = 3'b111;
			blue = 2'b11;
		end
		else
		begin
			red = 0;
			green = 0;
			blue = 0;
		end
	end
	else
	begin
		red = 0;
		green = 0;
		blue = 0;
	end
end
endmodule

===== run.sh =====
#!/bin/bash
# OpenROAD 26Q1-2900-gdf79404cd8, Yosys 0.63+post, stock flow scripts
make -C /OpenROAD-flow-scripts/flow DESIGN_CONFIG=/design/flow/config.mk WORK_HOME=/design/flow/orfs finish

==> notes.md <==
Implementation numbers.

- The total antenna diodes in the routed design is 0.
- Looking at the clock tree report, the H-tree level count equals 1.
- The die is 122.1 um tall.
- The critical path's slowest stage uses the library cell sky130_fd_sc_hd__a221oi_1.
- The floorplan has 43 rows.
- Per STA, the library cell used most along the worst path is sky130_fd_sc_hd__a21oi_1.
- The number of hold buffers added after CTS was 0.
- The total count of max-transition violations in the final report is 0.
- STA reports the tightest min-delay check as being of type reg -> reg.
- The root buffer cell chosen for the clock tree is sky130_fd_sc_hd__clkbuf_16.
- In this run, the synthesized area fraction spent on xor and xnor cells is recorded as 0.05376.
- The initial utilization of the core area, before any placement, comes to 0.4126.
- The maximum number of pins on one net before global-route repair is 42.
- The initial antenna violation count is 0.
- The transition time at the pin with the least slew margin is 0.9673 ns.
- The highest achievable clock rate is ~65 MHz.
- Pin placement for this block handled 205 I/O pins.
- The area growth from synthesis to layout is 36.01%.
- On met1, the global router reports a usage of 0.4467.
- The number of standard cells reported by yosys is between 800 and 900.
- After synthesis, the cell types taking the most area are sky130_fd_sc_hd__mux2i_1, sky130_fd_sc_hd__dfxtp_1, sky130_fd_sc_hd__nand2_1.
- From the final report, the count of setup violators was given as 0.
- The cell accounting for the most synthesized area is sky130_fd_sc_hd__mux2i_1.
- Post-route period utilization is reported as 0.5401.
- The count of buffers inserted at the top-level ports is 204.
- The remaining antenna violation count after routing is 0.
- The wire length of the first global-routing pass is approximately 35000 um.
- In this run the tightest slew margin relative to its limit is 0.3551.
- For this block, the via count after detailed routing is 6813.
- The gate count of the mapped netlist is between 800 and 900.
- The longest incremental delay of any stage on the critical path is reported as between 0.7 and 0.8 ns.
- The largest buffer count on any clock path is 2.
- The run finished with clean final reports.
- The total leakage power is 3.189 nW.
- The HPWL after detailed placement is 17930 um.
- The clock tree from TritonCTS is yes.
- The area fraction in full adders, half adders and majority gates is 0.05073.
- The most instantiated library cell after synthesis is sky130_fd_sc_hd__mux2i_1.
- The final routed DRC violation total is 0.
- In the final layout, the share of cells above drive strength 1 is 0.05405.
- The required time at the worst endpoint is listed as 22.96 ns.
- The shortest clock period the worst path allows after layout is ~16 ns.
- The global routing usage on met3 is 0.03769.
- The yosys stat chip area is 0.005772 sq mm.
- The die covers roughly 0.015 sq mm.
- Per the summary, power density relative to cell area is 13.69 mW/mm^2.
- The detailed-route vias per instance is 5.966.
- The largest fanout on the critical path is 11.
- The routed wirelength normalized by instance count is about 19 um.
- The clock-pin slew of the registers on the worst-case setup and hold paths is roughly 0.05 ns.
- The final instance area is 0.007850 sq mm.
- In the final layout, the fill cell count is 1305.
- The placer congestion estimate is 1.001.
- The post-synth register bit count is 20.
- The post-CTS resize count is 0.
- After synthesis, the most frequently instantiated cells are sky130_fd_sc_hd__mux2i_1, sky130_fd_sc_hd__nand2_1, sky130_fd_sc_hd__nor2_1, sky130_fd_sc_hd__o21ai_0, sky130_fd_sc_hd__a21oi_1.
- The post-placement cell area is 0.007775 sq mm.
- The CTS log lists the clock sinks for this run as 20.
- The detailed-router iteration count before antenna repair is 5.
- The final timing report lists a hold violation count of 0.
- The sequential fraction of the synthesis area is 0.06937.
- The main logic family after synthesis is AND-OR/OR-AND gates.
- Post-synth the commonest register cell is sky130_fd_sc_hd__dfxtp_1.
- The capturing element type of the critical path is an output pin.
- The data arrival time reported for the critical path is 9.76 ns.
- The area fraction of the largest cell type after synthesis is 0.1665.
- The via count of the first global-routing pass is between 6000 and 7000.
- The detailed router reported a total wirelength of 22140 um.
- The overflow left after global routing is 0.
- Once the clock tree was built, the setup fixing pass inserted 0 buffers.
- The portion of synthesized area spent on multiplexers is 0.2016.
- The core outline area is 0.01399 sq mm.
- The reported max-cap violation count is 0.
- The total power of the final layout is 0.1075 mW.
- The critical path startpoint category is a register.
- The global-route usage over all layers is 0.3005.
- The OpenROAD warning count is 38.
- The average footprint of a synthesized cell is 7.143 sq um.
- The post-route utilization of the core is recorded as 0.5612.
- After layout, the setup clock skew is reported as 0.002059 ns.
- In this run, synthesis inferred 0 flip-flops with an integrated enable.
- The count of distinct cell types in the synthesized netlist is 93.
- The warning tally printed by Yosys for this design is 1.
- Per the synthesis report, the AND-OR/OR-AND share of the synthesized area is 0.2963.
- The global-route track usage on met2 is 0.4742.
- The share of async-settable or async-resettable flops after synthesis is 0.
- The layer carrying the most global-route usage is met2.
- Setup total negative slack on the finished layout was measured at 0 ns.
- In this run the VDD rail shows a maximum IR drop of 0.02617 mV.
- Per the synthesis report, the simple-gate share of the synthesized area is 0.2480.
- The die extent in x is 122.1 um.
- Setup repair after global routing left no endpoint under its margin.
- The number of buffers created by CTS is 3.
- Summing every instance area after synthesis gives 0.005772 sq mm.
- The later pin in the worst-skew pair is clocked with a latency of 0.25 ns.
- The number of DRC markers in iteration 0 is 693.
- The type of the setup path with the least slack is reg -> out.
[critical path: cells and delay by family, from the launching register on]
family          cells  cell delay (ns)
flops               1             0.51
xor+xnor            2             0.28
compound gates     12             2.79
buf+inv             3             0.59
fa+ha+maj           3             0.85
mux                 2             0.37
simple gates       12             4.14
[final timing paths]
kind	cells past startpoint	slack, ns	end	from
setup / recovery	34	13.20	red[1]	vc[2]
hold / removal	2	0.60	vc[4]	vc[4]
setup reg to reg	8	26.15	vc[2]	hc[2]
hold reg to reg	2	0.60	vc[4]	vc[4]
[placed cells by master (no fill, tap or decap), types with 4 or more instances in the layout]
cell type and instances:
sky130_fd_sc_hd__clkdlybuf4s50_1 204, sky130_fd_sc_hd__mux2i_1 96, sky130_fd_sc_hd__nand2_1 81, sky130_fd_sc_hd__nor2_1 74, sky130_fd_sc_hd__o21ai_0 41, sky130_fd_sc_hd__a21oi_1 40, sky130_fd_sc_hd__inv_1 32, sky130_fd_sc_hd__nand3_1 32
sky130_fd_sc_hd__xnor2_1 23, sky130_fd_sc_hd__ha_1 21, sky130_fd_sc_hd__dfxtp_1 20, sky130_fd_sc_hd__and3_1 19, sky130_fd_sc_hd__nor3_1 17, sky130_fd_sc_hd__a211oi_1 17, sky130_fd_sc_hd__a31oi_1 16, sky130_fd_sc_hd__mux2_2 12
sky130_fd_sc_hd__and2_1 11, sky130_fd_sc_hd__o22ai_1 11, sky130_fd_sc_hd__or3_1 9, sky130_fd_sc_hd__buf_4 9, sky130_fd_sc_hd__nand4_1 8, sky130_fd_sc_hd__a21o_1 8, sky130_fd_sc_hd__xor2_1 8, sky130_fd_sc_hd__nor4_1 8
sky130_fd_sc_hd__o211ai_1 7, sky130_fd_sc_hd__o31ai_1 6, sky130_fd_sc_hd__a41oi_1 6, sky130_fd_sc_hd__or2_2 5, sky130_fd_sc_hd__a21boi_0 5, sky130_fd_sc_hd__a22oi_1 5, sky130_fd_sc_hd__and4_1 4, sky130_fd_sc_hd__o21ai_1 4
sky130_fd_sc_hd__a22o_1 4, sky130_fd_sc_hd__o21a_1 4, sky130_fd_sc_hd__a221o_1 4, sky130_fd_sc_hd__a2111o_1 4
[logic make-up after synthesis]
logic type      Yosys count
fa+ha+maj                23
compound gates          235
buf+inv                  94
other cells               1
mux                     111
flops                    20
simple gates            291
xor+xnor                 33
[per-stage QoR]
stage | worst slack (ns) | cells | hold WS (ns)
final | 13.20 | 1142 | 0.5998
after global routing | 12.32 | 1142 | 0.6317
after CTS | 13.27 | 1142 | 0.5951
after detailed placement | 13.58 | 1139 | 0.5867
after global placement | 13.99 | 1139 | 0.5590
after floorplan | 14.74 | 808 | 0.5446
[sequential cells by signal, summed over array words and instances, names as in the netlist]
signal,flops
vc,10
hc,10
[routing by layer]
layer	part of all wire	routed length [um]	vias to the layer above
met5	0	0	-
met1	0.46	10260	3157
met3	0.075	1658	24
li1	-	-	3344
met2	0.45	9890	288
met4	0.015	328	0
[cell type report]
cell class | count | area (sq um) | share of cell area
timing repair buffer | 213 | 2110 | 0.2687
tap | 180 | 225.2 | 0.02869
sequential | 20 | 400.4 | 0.05100
multi-input combinational | 694 | 4920 | 0.6267
clock buffer | 3 | 75.07 | 0.009563
inverter | 32 | 120.1 | 0.01530
[where the power goes]
group,leakage (nW),internal [mW],switching [mW]
clock,0.0370,0.0184,0.00976
sequential,0.161,0.0281,0.000786
combinational,2.99,0.0331,0.0174
Power is estimated from default activity; no workload was simulated.
