File: design/flow/run.sh
#!/bin/bash
# OpenROAD 26Q1-2900-gdf79404cd8, Yosys 0.63+post, stock flow scripts
make -C /OpenROAD-flow-scripts/flow DESIGN_CONFIG=/design/flow/config.mk WORK_HOME=/design/flow/orfs finish
File: design/flow/config.mk
export PLATFORM = sky130hd
export DESIGN_NAME = display_number
export DESIGN_NICKNAME = display_number
export VERILOG_FILES = /design/flow/design.v
export SDC_FILE = /design/flow/constraint.sdc
export NUM_CORES = 4
export LEC_CHECK = 1
export CORE_UTILIZATION = 30
File: design/flow/constraint.sdc
current_design display_number

set clk_period 9.8
set clk_io_pct 0.2

create_clock -name clk0 -period $clk_period [get_ports {hzSegClk}]

set non_clock_inputs [all_inputs -no_clocks]
set_input_delay [expr $clk_period * $clk_io_pct] -clock clk0 $non_clock_inputs
set_output_delay [expr $clk_period * $clk_io_pct] -clock clk0 [all_outputs]
File: design/flow/design.v
`timescale 1ns / 1ps
module display_number(
	 input hzSegClk,
    input [10:0] number,
	 input [7:0] sw,  
    output reg [3:0] n_cnt,
    output reg [7:0] seg
    );
	 wire [10:0] sm_wire;
	 wire sign_wire;
	 wire [3:0] digit_1_wire, digit_2_wire, digit_3_wire;
	 wire [7:0] seg_sign, seg_digit1, seg_digit2, seg_digit3;
	 twoc_to_sm task1 (
		.T(number), 
		.SM(sm_wire),
		.signbit(sign_wire)
	);
	extract_digits task2(
		.number(sm_wire),
		.digit_1(digit_1_wire),
		.digit_2(digit_2_wire),
		.digit_3(digit_3_wire)
	);
	segDisplay digit_1(
		.number(digit_1_wire),
		.segment(seg_digit1)
		);
	segDisplay digit_2 (
		.number(digit_2_wire),
		.segment(seg_digit2)
		);
	segDisplay digit_3 (
		.number(digit_3_wire),
		.segment(seg_digit3)
		);
	segSignDisplay digit_sign (
		.sign(sign_wire),
		.segment(seg_sign)
	);
	reg [1:0] count;
	always @ (posedge hzSegClk) begin
		if (count == 0) begin  
		  n_cnt <= 4'b0111;
		  seg <= seg_sign;
		  count <= count + 1;
		end
		if (count == 1) begin
		  n_cnt <= 4'b1011;
		  seg <= seg_digit3;
		  count <= count + 1;
		end
		if (count == 2) begin
		  n_cnt <= 4'b1101;
		  seg <= seg_digit2;
		  count <= count + 1;
		end
		if (count == 3) begin
		  n_cnt <= 4'b1110;
		  seg <= seg_digit1;  
		  count <= count + 1;
		end
	 end
endmodule
`timescale 1ns / 1ps
module extract_digits(
    input [10:0] number,  
    output [3:0] digit_1,
    output [3:0] digit_2,
    output [3:0] digit_3
    );
	 reg [10:0] temp;
	 reg [3:0] digit_1_reg;
	 reg [3:0] digit_2_reg;
	 reg [3:0] digit_3_reg;
	 always @(*)
	 begin
		temp = number;
		digit_1_reg = temp % 10;
		temp = temp / 10;
		digit_2_reg = temp % 10;
		temp = temp / 10;
		digit_3_reg = temp % 10;
	 end
	 assign digit_1 = digit_1_reg;
	 assign digit_2 = digit_2_reg;
	 assign digit_3 = digit_3_reg;
endmodule
`timescale 1ns / 1ps
module segDisplay(
	input wire [3:0] number,
	output wire [7:0] segment
    );
reg[7:0] segment_reg;
always @ (*) begin
	segment_reg[7] = 1'b1; 
	segment_reg[6] = (number[3] & number[2]) | 
						  (number[3] & number[1]) | 
						  (number[2] & number[1] & number[0]) |
						  (~number[3] & (~number[2]) & (~number[1]));
	segment_reg[5] = (number[3] & number[2]) | 
						  (number[1] & number[0]) |
						  (~number[2] & number[1]) |
						  (~number[3] & (~number[2]) & number[0]);
	segment_reg[4] = number[0] |
						 (number[3] & number[1]) |
						 (number[2] & ~number[1]);
	segment_reg[3] = (number[3] & number[2]) | 
						  (number[3] & number[1]) | 
						  (number[2] & number[1] & number[0]) |
						  (number[2] & (~number[1]) & (~number[0])) |
						  (~number[3] & (~number[2]) & (~number[1]) & number[0]);
	segment_reg[2] = (number[3] & number[2]) | 
						  (number[3] & number[1]) | 
						  (~number[2] & number[1] & ~number[0]);
	segment_reg[1] = (number[3] & number[2]) | 
						  (number[3] & number[1]) |
						  (number[2] & number[1] & ~number[0]) |
						  (number[2] & (~number[1]) & number[0]);
	segment_reg[0] = (number[3] & number[2]) | 
						  (number[3] & number[1]) |
						  (number[2] & (~number[1]) & ~number[0]) |
						  (~number[3] & (~number[2]) & (~number[1]) & number[0]);
end
assign segment = segment_reg;
endmodule
`timescale 1ns / 1ps
module segSignDisplay(
    input sign,
    output reg [7:0] segment
    );
	 always @(*) begin
		if(sign)  
		begin
			segment <= 8'b10111111;
		end
		else
		begin
			segment <= 8'b11111111;
		end
	 end
endmodule
`timescale 1ns / 1ps
module twoc_to_sm(
    input [10:0] T,
    output [10:0] SM,
	 output signbit
    );
	 reg [10:0] D;
	 reg sign;
	 always @(*)
	 begin
		D = T;
		if (D == 11'b10000000000)
			begin
				D = 11'b01111111111;
			end
		sign = D[10];
		if (sign)
		begin
			D = ~D + 1;
		end
	end
	assign SM = D;
	assign signbit = sign;
endmodule
==> flow_summary.ini <==
; physical design summary
[cts]
cts_hold_buf = 0
post-cts-setup-buffers = 0
cts.sinks = 13
clkTransAtPathRegs_ns = 0.05
clk-insertion-delay-late_ns = 0.23
cts_root_buf = clkbuf_8
cts_resized = 0
cts_made_buffers = 3
cts_tree = done
cts_buffer_depth = 2
ctsHtreeMaxLevel = 1

[setup_path]
max_stage_delay_ns = 0.92
ff2ff_path_depth = 19
critical_path.top_delay_family = simple AND/OR/NAND/NOR gates
cp_cell_sequence = clkdlybuf4s50_1, inv_1, or4b_1, clkinv_1, or2_1, inv_2, nor3_1, a31oi_1, a221o_1, a31o_4, and2_4, o21ai_0, a32oi_1, or3_1, and2_1, ha_1, a22o_1, o21ai_1, buf_4, and2_1, o21ai_0, o211ai_1
end_kind = register
r2r-end = seg[3]$_DFFE_PP_
crit_fanout = 18
worst-endpoint-arrival_ns = 7.89
r2r-start = count[0]$_DFFE_PP_
rrSetupSlack_ns = 4.58
cp_num_buf_inv = 5
crit_required_ns = 9.76
slowest_stage = clkdlybuf4s50_1
path_class = input pin to register
worstSetupStartpointType = input pin
path_depth = 22

[timing]
fin_tns_setup_ns = 0
worstMarginPinSlew_ns = 0.7540
period_minus_slack_ns = 7.935
fmax_mhz = 126.0
hold_viol = 0
slew_viol_final = 0
rsz0062_at_grt = false
setup_viol = 0
skew_ns = 0.002285
timing.final.crit_share_pct = 80.97
whs_ns = 0.4735
slew_headroom_pct = 49.55

[place]
hpwl_um = 6778
port_buffers = 22
globalplace.congestion = 0.9053
place_area_mm2 = 0.003522

[detailed_routing]
antennaDiodeCount = 0
detail_route.wl_per_cell_um = 14.71
first_pass_iters = 5
viasPerCell = 5.963
dr.max_layer_used = met4
wirelength_um = 8696
drcViolationCount = 0
wl_met2_um = 3955
routed-wl-met3_um = 341
wl_met1_um = 4379
via_count = 3524
postRouteAntennaNets = 0
drt_iter0_markers = 327

[synthesis]
yosys-top-cells-area = edfxtp_1, nand2_1, a21oi_1, nor2_1, ha_1
netlist_instances = 453
enable_flop_cells = 9
syn_avg_cell_area_um2 = 7.159
yosys_warnings = 5
ys_chip_area_mm2 = 0.003243
synth_top_area_share_pct = 8.333
top_cell = nand2_1
netlist_area_mm2 = 0.003243
yosysTopAreaCell = edfxtp_1
synth.distinct_cells = 94
ys_cells = 453
yosys-top-cells-count = nand2_1, nor2_1, a21oi_1, o21ai_0, inv_1
ff_type = edfxtp_1
ys_async_sr_fraction_pct = 0
numSynthFlops = 13
postSynthSeqShare_pct = 10.80

[grt]
grt_usage_pct = 16.23
grt_max_degree = 19
antenna_found_initial = 0
grt_overflow = 0
grt_pass1_vias = 3045
grt_pass1_wl_um = 15120

[floorplan]
die_w_um = 106.0
row_count = 37
fp_util_pct = 31.14
chipArea_mm2 = 0.01123
fp.coreArea_mm2 = 0.01042
ios = 32
die_h_um = 106.0

[min_path]
worstHoldEndpoint = n_cnt[0]$_SDFFE_PP0P_
hp-class = register to register
worstHoldPathCells = 2
min_from = n_cnt[0]$_SDFFE_PP0P_

[flow_run]
openroad.warnings = 39
maxCapViolations = 0

[power]
power_density_mw_per_mm2 = 132.0
vdd.ir_drop.worst_uv = 66.22
p_leak_nw = 1.290

[finish]
syn_to_final_growth_pct = 9.992
final_area_mm2 = 0.003567
drive_above_1_share_pct = 10.99
logic_area_mm2 = 0.002673
nFillCells = 1059
seq_area_um2 = 350.3

[status]
status = completed
==> layout make-up <==
type / count / area share [%]
sequential: 13 / 9.821
tap: 136 / 4.770
multi-input combinational: 392 / 74.92
timing repair buffer: 27 / 7.226
clock buffer: 4 / 1.263
inverter: 19 / 1.999
==> flip-flops by register name (all words and copies together) (netlist names) <==
register	flops
n_cnt	4
seg	7
count	2
==> layer usage <==
metal	GRT usage (%)	vias to the layer above
li1	-	1780
met1	25.67	1651
met2	25.91	89
met3	0.5629	4
met4	0.7937	0
met5	0	-
==> where the power goes <==
group	switching (mW)	total (mW)	internal [mW]	leakage [nW]
registers	0	0.0615	0.0615	0.131
logic	0.218	0.365	0.147	1.14
clock network	0.0159	0.0443	0.0285	0.0228
==> worst min-delay path: cells and delay by family, from the launching register on <==
family                 cells  cell delay, ns
DFF                        1            0.30
AOI/OAI and AO/OA          1            0.07
buffers and inverters      1            0.05
==> how the worst max path moves through the flow <==
stage                 endpoint        from
CTS           seg[3]$_DFFE_PP_  number[10]
global route  seg[6]$_DFFE_PP_   number[6]
finish        seg[3]$_DFFE_PP_  number[10]
==> logic make-up (layout without fill, tap and decap cells) <==
kind of cell	Yosys count	in the layout	synth area share, %
other	1	1	0.1156
adders and majority gates	14	14	5.131
xor gates and xnor gates	11	11	2.971
muxes	5	5	1.543
AOI/OAI and AO/OA	182	182	43.17
buffers and inverters	48	50	6.790
DFF	13	13	10.80
and+or+nand+nor	179	179	29.48
==> through the flow <==
| stage | power (mW) | utilization (%) | setup slack, ns | cells |
|---|---|---|---|---|
| after floorplan | 0.3704 | - | 2.917 | 453 |
| after global placement | 0.4222 | 33.81 | 1.681 | 587 |
| after detailed placement | 0.4239 | 33.81 | 1.635 | 587 |
| after CTS | 0.4701 | 34.25 | 1.882 | 591 |
| after global routing | 0.5210 | 34.25 | 1.373 | 591 |
| final | 0.4710 | 34.25 | 1.865 | 591 |
==> layout by cell type (no fill, tap or decap), types with 5 or more instances in the layout <==
cell,netlist,layout
a221o_1,6,6
inv_1,15,15
a21o_1,5,5
nor3_1,13,13
buf_4,2,5
or3_1,5,5
nand2b_1,6,6
nand3_1,14,14
o22ai_1,10,10
nand4_1,5,5
nand2_1,50,50
and2_1,6,6
ha_1,10,10
a31oi_1,5,5
xnor2_1,7,7
and3_1,7,7
edfxtp_1,9,9
mux2i_1,5,5
a21oi_1,31,31
clkdlybuf4s50_1,0,22
a32oi_1,6,6
o31ai_1,10,10
o21ai_0,23,23
nor2_1,37,37
a211oi_1,5,5
o211ai_1,11,11
Power and IR drop assume default switching activity.
